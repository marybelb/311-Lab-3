File: design.v
`timescale 1ns / 1ps
module part_3a(
input clock, reset, count_t,
output [5:0] out
    );
reg [9:0] p_val;
reg [9:0] c_val;
always @(posedge clock)
    begin
    if (reset == 1'b1 | p_val == 6'b100010)
    begin
    p_val <= 10'b0;
    c_val <= 10'b1;
    end
    else if (count_t == 1'b1)
    begin
    p_val <= c_val;
    c_val <= c_val + p_val;
    end
   end
   assign out = p_val;
    endmodule
`timescale 1ns / 1ps
module part_3b(
input clk, button_push, 
output reg clean,
output reg output_exist, 
output reg [25:0] deb_count
    );
  always @(posedge clk)
  begin
    if (button_push == 1'b1 && output_exist == 1'b0 && deb_count == 26'b10011000100101101000000000)
    begin
    clean <= 1'b1;
    deb_count <= 1'b0;
    output_exist <= 1'b1;
    end
    else if (button_push == 1'b0)
    begin
    clean <= 1'b0;
    deb_count <= 1'b0;
    output_exist <= 1'b0;
    end
    else if (output_exist == 1'b1) 
    begin
    clean <= 1'b0;
    end
    else if (deb_count != 26'b10011000100101101000000000)
    begin
    deb_count <= deb_count + 1'b1;
    end
    end
endmodule
`timescale 1ns / 1ps
module part_3c(
input clk, button_push, reset, 
output [5:0] count
    );
    wire clean;
    part_3b hi(.clk(clk), .button_push(button_push), .clean(clean));
    part_3a hello(.clock(clk), .reset(reset), .count_t(clean), .out(count));
endmodule
File: constraint.sdc
current_design part_3c

set clk_period 4.9
set clk_io_pct 0.2

create_clock -name clk0 -period $clk_period [get_ports {clk}]

set non_clock_inputs [all_inputs -no_clocks]
set_input_delay [expr $clk_period * $clk_io_pct] -clock clk0 $non_clock_inputs
set_output_delay [expr $clk_period * $clk_io_pct] -clock clk0 [all_outputs]
File: run.sh
#!/bin/bash
# OpenROAD 26Q1-2900-gdf79404cd8, Yosys 0.63+post, stock flow scripts
make -C /OpenROAD-flow-scripts/flow DESIGN_CONFIG=/design/flow/config.mk WORK_HOME=/design/flow/orfs finish
File: config.mk
export PLATFORM = sky130hd
export DESIGN_NAME = part_3c
export DESIGN_NICKNAME = part_3c
export VERILOG_FILES = /design/flow/design.v
export SDC_FILE = /design/flow/constraint.sdc
export NUM_CORES = 4
export LEC_CHECK = 1
export CORE_UTILIZATION = 50
==> run summary <==
Outcome - complete, no violations
Net switching power - 142 uW
Hold WC Path Type - flip-flop to flip-flop
Cell leakage power - 0.999 nW
Core Region - 4750 um2
Post-route met1 wirelength - 2.14 mm
Top Layer Used - met4
Top cells, area - dfxtp_1 (39%), nor2_1 (7.7%), xor2_1 (7.1%), ha_1 (5.5%), mux2i_1 (4.8%)
Post-synth top flop - dfxtp_1
Die H - 72.5 um
Area growth, synth to finish - 8.47%
Rows - 25
Critical Path AT - 2.44 ns
Kind of critical path - flip-flop to flip-flop
Clock share of power - 43.0%
Setup violators final - 0
CTS buffer count - 5
Yosys cell types - 45
Maxcap violations - 0
Post-synth EDFFs - 0
Clock skew - 0.00484 ns
Congestion Overflow GR - 0
IO Count - 9
First-pass GRT wire length - 7.47 mm
ANT cells - 0
Post-DRT Antenna Nets - 0
Yosys Instances - 274
Initial antenna violation count - 0
Clk buf depth - 2
Setup TNS - 0 ns
Share of cells above drive strength 1 - 7.22%
Gate Count Post-Synth - 274
Slew @ Worst Pin - 0.547 ns
CTS sink count - 48
Cell Area, Synth - 2480 um2
Slew HR - 63.5%
Most instantiated logic cells after routing - nor2_1 (51), dfxtp_1 (48), xor2_1 (20)
Total global-route track usage - 18.3%
FFs w/ async S/R, synth - 0%
Via Count - 1740
Placement Setup Slack - 2.69 ns
Setup ws final - 2.68 ns
Pwr Total - 722 uW
Placer Congestion - 0.815
Synth Seq Share - 38.7%
Vias in the first global route - 1699
Crit Path Max Fanout - 4
Maximum VDD drop - 0.141 mV
Post-CTS setup buffer count - 0
Post-CTS Hold Buffers - 0
Die area - 5250 um2
CTS resizes - 0
Comb pwr share - 2.4%
Total Wirelength - 4.31 mm
Internal power - 579 uW
Top cell excl fill/tap - nor2_1
Max-slew violations - 0
Fp util - 52.2%
Stage-log warning count - 26
Final Cycle Share - 45.4%
Fin crit period - 2.22 ns
Area share, top type - 38.7%
Power Density - 268 nW/um2
Worst EP required - 5.11 ns
Routed len/inst - 12.5 um
Flops & latches, synth - 48
Synthesized area per cell - 9.06 um2
CTS Root Buffer Type - clkbuf_8
Met3 Wirelength - 86 um
Crit path capture type - flip-flop
Largest net degree at the start of global routing - 26
Reg clk slew, reported paths - 0.09 ns
CTS tree - yes
DP HPWL - 2.97 mm
Port-buffer cells - 8
Switching part of the total - 19.7%
Final hold vios - 0
Post-synth area from yosys stat - 2480 um2
Die W - 72.5 um
Yosys warns - 2
Pre-Repair DR Iteration Count - 4
Worst skew pair latency - 0.29 ns
Sequential power share - 54.6%
CP Launch Type - flip-flop
Metal2 WL - 2.06 mm
Via/cell ratio - 5.06
RSZ-0062 raised after global routing - false
F_max - 450 MHz
First DRT Iteration DRCs - 75
H-tree Lvls - 2
Area leader, netlist - dfxtp_1
# DRC - 0
-- synthesized netlist by cell type (all sizes together) (4+ instances only) --
master and n:
nor2 52, dfxtp 48, xor2 20, nand3 14, mux2i 12, ha 11, nand2 11, buf 10
a21oi 9, inv 8, nand4 8, o21ai 8, xnor2 8, nor4b 6, and3 5, clkbuf 5
a211oi 4, nor3 4, nor4 4
-- cells by family (layout without fill, tap and decap cells) --
| logic type | after synthesis | count (layout) | share of synthesized area (%) |
|---|---|---|---|
| AND/OR/NAND/NOR | 117 | 117 | 25.2 |
| flip-flops | 48 | 48 | 38.7 |
| AND-OR/OR-AND | 33 | 33 | 9.27 |
| XOR/XNOR | 28 | 28 | 9.88 |
| buffers and inverters | 24 | 27 | 5.75 |
| adder cells (fa/ha/maj) | 12 | 12 | 6.35 |
| multiplexers | 12 | 12 | 4.84 |
-- final timing paths --
kind | start | endpoint | slack, ns | depth (start not counted)
worst max-delay path | hello.p_val[0] | hello.c_val[8] | 2.68 | 9
worst min-delay path | hello.c_val[6] | hello.c_val[6] | 0.50 | 2
worst max register to register | hello.p_val[0] | hello.c_val[8] | 2.68 | 9
worst min register to register | hello.c_val[6] | hello.c_val[6] | 0.50 | 2
-- through the flow --
| stage | area (um2) | hold WS (ns) | util (%) | cells |
|---|---|---|---|---|
| after global routing | 2690 | 0.521 | 56.6 | 344 |
| final | 2690 | 0.500 | 56.6 | 344 |
| after global placement | 2570 | 0.475 | 54.0 | 336 |
| after detailed placement | 2570 | 0.481 | 54.0 | 336 |
| after CTS | 2690 | 0.500 | 56.6 | 344 |
| after floorplan | 2480 | 0.456 | - | 274 |
-- worst max-delay path, cell delays in order (launching register included) --
cell	delay, ns
dfxtp_1	0.38
ha_1	0.20
inv_1	0.06
fa_1	0.36
and2b_1	0.21
o21ai_1	0.08
a21oi_2	0.19
nor4_1	0.08
or3_1	0.35
a311oi_1	0.24
-- routing by layer --
metal | global-route usage (%) | up-vias
li1 | - | 945
met1 | 25.0 | 781
met2 | 32.6 | 12
met3 | 2.54 | 2
met4 | 2.18 | 0
met5 | 0 | -
-- power groups by stage --
stage                 clock network (mW)  registers (mW)  logic, mW
final                              0.310           0.394     0.0173
after CTS                          0.320           0.394     0.0177
after global routing               0.336           0.395     0.0203
-- area by class of cell --
class                      count  area, um2
clock inverter                 1       30.0
timing repair buffer          10       95.1
sequential                    48        961
clock buffer                   7       96.3
inverter                       9       47.5
multi-input combinational    202       1380
tap                           67       83.8
fill                         434       2060
-- flip-flops by register name, summed over array words and instances (netlist names) --
name / count
hello.c_val: 10
hi.deb_count: 26
hello.p_val: 10
hi.output_exist: 1
hi.clean: 1
Power figures rest on the tool's default switching activity, not on a simulated workload.
